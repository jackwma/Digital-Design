==> design/flow/design.v <==
module display #(parameter WIDTH=4) (out, clk, reset, counter_num1, counter_num2, HEX0, HEX1, HEX2, HEX3, HEX4, HEX5);
	 input logic clk, reset;
	 input logic [WIDTH:0] out;
	 input logic [WIDTH-1:0] counter_num1, counter_num2;
	 output logic [6:0] HEX0, HEX1, HEX2, HEX3, HEX4, HEX5;
	 parameter  
		  zero  = 7'b1000000,
		  one  = 7'b1111001,
		  two  = 7'b0100100,
		  three  = 7'b0110000,
		  four  = 7'b0011001,
		  five  = 7'b0010010,
		  six  = 7'b0000010,
		  seven  = 7'b1111000,
		  eight  = 7'b0000000,
		  nine  = 7'b0010000,
		  off  = 7'b1111111;
	 always @(*) begin
		case(out)
			5'b00000:  
				begin
					if(counter_num2 == 4'b0000)
						HEX5 = 7'b0000110;
						HEX4 = 7'b1101010;
						HEX3 = 7'b0001100;
						HEX2 = 7'b0000111;
						HEX1 = 7'b0010001;
						HEX0 = off;
				end
			5'b11001:  
				begin
					if(counter_num2 == 4'b0010)
						HEX5 = 7'b0001110;
						HEX4 = 7'b1000001;
						HEX3 = 7'b1000111;
						HEX2 = 7'b1000111;
						HEX1 = off;
						HEX0 = off;
				end
			default:  
				begin
				  HEX5 = off;
				  HEX4 = off;
				  HEX3 = off;
				  HEX2 = off;
				  case(counter_num1) 
						4'b0000: HEX0 = zero;
						4'b0001: HEX0 = one;
						4'b0010: HEX0 = two;
						4'b0011: HEX0 = three;
						4'b0100: HEX0 = four;
						4'b0101: HEX0 = five;
						4'b0110: HEX0 = six;
						4'b0111: HEX0 = seven;
						4'b1000: HEX0 = eight;
						4'b1001: HEX0 = nine;
						default: HEX0 = off;
				  endcase
				  case(counter_num2) 
						4'b0000: HEX1 = zero;
						4'b0001: HEX1 = one;
						4'b0010: HEX1 = two;
						4'b0011: HEX1 = three;
						4'b0100: HEX1 = four;
						4'b0101: HEX1 = five;
						4'b0110: HEX1 = six;
						4'b0111: HEX1 = seven;
						4'b1000: HEX1 = eight;
						4'b1001: HEX1 = nine;
						default: HEX1 = off;
				  endcase
				end
	  endcase
	end
endmodule
module display_testbench #(parameter WIDTH=4) ();
	 logic [WIDTH:0] out;
	 logic [WIDTH-1:0] count_num1, count_num2;
	 logic [6:0] HEX0, HEX1, HEX2, HEX3, HEX4, HEX5;
	 logic clk, reset;
	 display dut(.clk, .reset, .counter_num1(count_num1), .counter_num2(count_num2), .HEX0, .HEX1, .HEX2, .HEX3, .HEX4, .HEX5);
	 initial begin
			count_num2 <= 0;
			out <= 0; count_num1 <= 0; #10;
			out <= 1; count_num1 <= 1; #10;
			out <= 2; count_num1 <= 2; #10;
			out <= 3; count_num1 <= 3; #10;
			out <= 4; count_num1 <= 4; #10;
			out <= 5; count_num1 <= 5; #10;
			out <= 6; count_num1 <= 6; #10;
			out <= 7; count_num1 <= 7; #10;
			out <= 8; count_num1 <= 8; #10;
			out <= 9; count_num1 <= 9; #10;
			out <= 10; count_num1 <= 0; count_num2 <= 1; #10;
			out <= 11; count_num1 <= 1; count_num2 <= 1; #10;
			out <= 12; count_num1 <= 2; count_num2 <= 1; #10;
			out <= 13; count_num1 <= 3; count_num2 <= 1; #10;
			out <= 14; count_num1 <= 4; count_num2 <= 1; #10;
			out <= 15; count_num1 <= 5; count_num2 <= 1; #10;
			out <= 16; count_num1 <= 6; count_num2 <= 1; #10;
			out <= 17; count_num1 <= 7; count_num2 <= 1; #10;
			out <= 18; count_num1 <= 8; count_num2 <= 1; #10;
			out <= 19; count_num1 <= 9; count_num2 <= 1; #10;
			out <= 20; count_num1 <= 0; count_num2 <= 2; #10;
			out <= 21; count_num1 <= 1; count_num2 <= 2; #10;
			out <= 22; count_num1 <= 2; count_num2 <= 2; #10;
			out <= 23; count_num1 <= 3; count_num2 <= 2; #10;
			out <= 24; count_num1 <= 4; count_num2 <= 2; #10;
			out <= 25; count_num1 <= 5; count_num2 <= 2; #10;
	 end
endmodule 
==> design/flow/run.sh <==
#!/bin/bash
# OpenROAD 26Q1-2900-gdf79404cd8, Yosys 0.63+post, stock flow scripts
make -C /OpenROAD-flow-scripts/flow DESIGN_CONFIG=/design/flow/config.mk WORK_HOME=/design/flow/orfs finish
==> design/flow/config.mk <==
export PLATFORM = sky130hd
export DESIGN_NAME = display
export DESIGN_NICKNAME = display
export VERILOG_FILES = /design/flow/design.v
export SDC_FILE = /design/flow/constraint.sdc
export NUM_CORES = 4
export LEC_CHECK = 1
export CORE_AREA = 10 10 70 70
export DIE_AREA = 0 0 80 80
==> design/flow/constraint.sdc <==
current_design display

set clk_period 1.6
set clk_io_pct 0.2

create_clock -name clk0 -period $clk_period

set non_clock_inputs [all_inputs -no_clocks]
set_input_delay [expr $clk_period * $clk_io_pct] -clock clk0 $non_clock_inputs
set_output_delay [expr $clk_period * $clk_io_pct] -clock clk0 [all_outputs]
==> impl_report.txt <==
IMPLEMENTATION SUMMARY REPORT
----------------------------------------------------
[STA]
  Hold violation total from the final report ........................ 0
  Ratio of final minimum period to clock period ........................ 0.990
  Final setup violation count ........................ 0
  Number of unconstrained endpoints ........................ 7
  Max Clk Rate ........................ 0.631 GHz
  Register pins left without a clock ........................ 2
  Final critical-path required period ........................ 1580 ps
  Worst-case hold slack ........................ 951 ps
  Number of max-slew violations in the final report ........................ 0
  Setup repair after global routing missed its margin ........................ true

[Power]
  Leakage power total ........................ 0.757 nW
  Worst vdd rail ir drop ........................ 0.0966 mV
  Power after layout ........................ 0.332 mW
  Internal Pwr Total ........................ 0.200 mW
  Power share of the sequential group ........................ 0.007
  Sw power ........................ 0.133 mW
  Proportion of power drawn by the clock network ........................ 0
  Comb pwr share ........................ 0.993
  PwrDens ........................ between 200 and 250 nW/um^2
  Switching power share of the total ........................ 0.399

[Global route]
  GRT Overall Usage ........................ 0.0777
  Vias in the first global route ........................ ~950
  Pin count of the biggest net entering global routing ........................ 8
  Global-route congestion overflow total ........................ 0
  Wire length of the first global-routing pass ........................ 4.27 mm
  Number of antenna violations at the first check in global routing ........................ 0

[Detailed routing]
  1st-pass router iterations ........................ 4
  Violation tally from detailed-route iteration zero ........................ 17
  Routed vias ........................ 965
  Antenna viol nets, final ........................ 0
  Count of unresolved DRC violations after routing ........................ 0
  Amount of wire on met3 after detailed routing ........................ 213 um
  Number of inserted diodes ........................ 0
  Highest routed metal layer ........................ met3
  Routed wl met2 ........................ between 1 and 1.5 mm
  Post-DR vias/cell ........................ approximately 4.2
  Sum of routed wire length over all layers ........................ approximately 2.8 mm
  Total routed wire length on the met1 layer ........................ 1.16 mm
  Routed length per instance ........................ about 12 um

[Cells and area]
  Flop area ........................ 30.0 um^2
  Final core utilization ........................ 0.474
  Cell area after layout ........................ 1620 um^2
  Most used cells in the layout excluding fill and tap cells ........................ 31 x buf_4, 19 x buf_6, 14 x buf_2, 9 x dlygate4sd2_1
  Ratio of cells with drive above 1 in the final layout ........................ 0.596
  Most common logic cell in the routed design ........................ buf_4
  Multi-input gate area ........................ around 680 um^2
  Filler cell count in the final layout ........................ 323
  Number of flip-flops in the largest register ........................ 2
  Synth-to-Final Area Change ........................ 99.8%

[Place]
  Standard cell area after detailed placement ........................ ~1300 um^2
  Port bufs ........................ 48
  RD Place Congestion ........................ 0.797
  HPWL after detailed placement ........................ around 1.9 mm

[Logic synthesis]
  Share of flip-flops with an asynchronous set or reset ........................ 0
  Ys cells ........................ 110
  Mean post-synth cell area ........................ 7.37 um^2
  Yosys stat area ........................ 811 um^2
  Distinct lib cells used ........................ 31
  Cell area after synthesis ........................ between 800 and 900 um^2
  Flop and latch count out of synthesis ........................ 2
  Warning count from the yosys run ........................ 1
  Most used flip-flop cell ........................ dlxtn_1
  Synthesized instance count ........................ 110
  EDFF count, synth ........................ 0

[Critical path]
  Kind of end point of the critical path ........................ primary output
  Worst endpoint data arrival time ........................ 1260 ps
  Critical path peak fanout ........................ 3
  WS Path Type ........................ input port to primary output
  CP required ........................ 1280 ps
  CP Launch Type ........................ input port

[Clocking]
  CTS Hold Bufs ........................ 0

[Min path]
  Tightest Hold Check Type ........................ input port to primary output

[Status]
  Run status ........................ completed

[Die]
  Die X ........................ 80 um
  Vertical die dimension ........................ roughly 80 um
  Effective utilization at floorplan ........................ 0.237
  Number of core rows ........................ 21
  Top-level I/O count ........................ 57
  Die footprint ........................ 6400 um^2
  Placeable core area ........................ 3420 um^2

[Job]
  Tool warnings ........................ 45
  Number of maximum-capacitance violations ........................ 0

----------------------------------------------------
==> layer usage <==
| layer | GRT usage | vias to the layer above |
|---|---|---|
| li1 | - | 480 |
| met3 | 0.0205 | 0 |
| met1 | 0.0881 | 460 |
| met2 | 0.148 | 25 |
| met4 | 0 | 0 |
| met5 | 0 | - |
==> final timing paths <==
check / startpoint / end / slack (ps) / cells after the start
worst min-delay path: out[1] / HEX4[3] / 950 / 4
worst max-delay path: out[0] / HEX0[0] / 20 / 8
==> synthesized netlist by cell type (all sizes together) (2+ instances only) <==
| cell | number | area, um^2 |
|---|---|---|
| o31ai | 2 | 15.0 |
| nor2b | 2 | 12.5 |
| dlxtn | 2 | 30.0 |
| buf | 26 | 206 |
| o21a | 2 | 15.0 |
| o21ai | 11 | 81.3 |
| o22ai | 2 | 12.5 |
| a21oi | 9 | 52.6 |
| ha | 11 | 138 |
| or2 | 3 | 18.8 |
| nand2 | 4 | 17.5 |
| inv | 9 | 33.8 |
| nor2 | 10 | 37.5 |
| nand2b | 7 | 53.8 |
==> logic make-up after synthesis <==
logic type | count (synthesis) | synth area share
buf+inv | 36 | 0.302
fa+ha+maj | 11 | 0.170
xor+xnor | 1 | 0.0108
latches | 2 | 0.0370
other cells | 1 | 0.00463
simple gates | 31 | 0.227
compound gates | 28 | 0.248
==> layout make-up <==
type	count	share of cell area
Timing Repair Buffer	94	0.502
Multi-Input combinational cell	78	0.417
Tap cell	46	0.0355
Inverter	9	0.0270
Sequential cell	2	0.0185
==> metrics by stage <==
stage | instances | TNS [ps] | worst slack (ps)
finish | 229 | 0 | 16.3
floorplan | 116 | 0 | 305
global placement | 203 | -16470 | -708
detailed placement | 203 | -16810 | -742
CTS | 231 | -792 | -136
global route | 229 | -136 | -41.8
==> power groups by stage <==
stage | logic (mW) | registers (mW) | clock network [mW]
final | 0.330 | 0.00248 | 0
after global routing | 0.364 | 0.00252 | 0
after CTS | 0.324 | 0.00250 | 0
==> critical path, cell delays in order <==
cell and delay [ps]:
buf_8 100, nor3_4 240, o21ai_4 110, buf_6 130
buf_8 110, buf_12 110, o21ai_2 40, buf_2 100
==> timing repair <==
item / in CTS / in global routing
gates resized: 150 / 31
pin swaps: 17 / 10
setup endpoints to repair: 30 / 17
cloned: 2 / 0
buffers inserted: 26 / 3
Power is estimated from default activity; no workload was simulated.
